===== flow/design.v =====
module alu(a,b,set,out);
  input [3:0]a,b,set;
  reg [3:0]result;
  output [3:0]out;
  assign out=result;
  always@(set,a)
  begin
  case(set)
    4'b0000:
    result=a|b;
    4'b0001:
    result=a&b;
    4'b0010:
    result=a^b;
    4'b0011:
    result=~(a|b);
    4'b0100:
    result=~(a&b);
    4'b0101:
    result=~(a^b);
    4'b0110:
    result=a+b;
    4'b0111:
    result=a*b;
    4'b1000:
    result=a|b;
    4'b1001:
    result=a|b;
    4'b1010:
    result=a|b;
    4'b1011:
    result=a|b;
    4'b1100:
    result=a|b;
    4'b1101:
    result=a|b;
    4'b1110:
    result=a|b;
    4'b1111:
    result=a|b;
  endcase
end
endmodule

===== flow/run.sh =====
#!/bin/bash
# OpenROAD 26Q1-2900-gdf79404cd8, Yosys 0.63+post, stock flow scripts
make -C /OpenROAD-flow-scripts/flow DESIGN_CONFIG=/design/flow/config.mk WORK_HOME=/design/flow/orfs finish

===== flow/config.mk =====
export PLATFORM = sky130hd
export DESIGN_NAME = alu
export DESIGN_NICKNAME = alu
export VERILOG_FILES = /design/flow/design.v
export SDC_FILE = /design/flow/constraint.sdc
export NUM_CORES = 4
export LEC_CHECK = 1
export CORE_AREA = 10 10 70 70
export DIE_AREA = 0 0 80 80

===== flow/constraint.sdc =====
current_design alu

set clk_period 2.9
set clk_io_pct 0.2

create_clock -name clk0 -period $clk_period

set non_clock_inputs [all_inputs -no_clocks]
set_input_delay [expr $clk_period * $clk_io_pct] -clock clk0 $non_clock_inputs
set_output_delay [expr $clk_period * $clk_io_pct] -clock clk0 [all_outputs]

==> impl_metrics.csv <==
group,metric,value,unit
synth,syn_area,704.4,sq um
routing,first_pass_iters,4,
setup_path,worst-path-max-fanout,2,
routing,ant_nets,0,
placement,io_buffers,16,
synth,netlist_instances,95,
routing,wirelength,2.151,mm
global_route,grt_max_degree,13,
global_route,grt_pass1_vias,834,
setup_path,worstSetupStartpoint,"b[1]",
sta,relSlewSlack,0.8479,
setup_path,critical_path_class,"in -> out",
global_route,overflow,0,
placement,place_inst,186,
cells_and_area,fillCellCount,336,
cells_and_area,syn_to_final_growth,83.84,%
die,chipArea,6400,sq um
cells_and_area,fin_cells,189,
run,tool_warnings,37,
setup_path,cp.required,2.32,ns
setup_path,critPathLaunchType,"input port",
power,leakagePower,0.0006029,uW
sta,final-setup-viol-count,0,
setup_path,cp.arrival,2.27,ns
hold_path,worstHoldStart,"set[0]",
die,die_w,80,um
die,die_y,80,um
routing,vias_per_cell,4.392,
run,drv_cap,0,
sta,post-route-min-period,2.852,ns
setup_path,worst_setup_path_end_kind,"output pin",
placement,postPlaceCellArea,1139,sq um
synth,synth_cell_types,40,
routing,drc,0,
cells_and_area,drive_gt1_frac,0.4825,
die,coreArea,3416,sq um
die,fp_util,0.2062,
synth,yosys-mux-area-fraction,0.05861,
synth,yosys.stat.chipArea,704.4,sq um
cells_and_area,stdcell_area,1295,sq um
sta,period_used_share,0.9836,
cells_and_area,final_core_util,0.3791,
cts,cts_hold_buf,0,
placement,dp_hpwl,1.738,mm
run_status,status,"finished clean",
sta,slew_viol_final,0,
routing,num_antenna_cells,0,
sta,max_freq,350.6,MHz
synth,xor_share,0.1083,
synth,ys_seq_share,0,
hold_path,hold_path_class,"in -> out",
routing,wl_per_cell,11.38,um
sta,hold_violations,0,
routing,vias,830,
cells_and_area,regArea,0,sq um
synth,ys_cells,95,
global_route,antenna_found_initial,0,
synth,simple_gate_area_frac,0.1901,
sta,rsz0062_at_grt,"yes",
global_route,track_usage,0.06847,
die,rows,21,
die,top_level_ports,16,
sta,tightest_slew,0.2274,ns
synth,aoi_share,0.2753,
cells_and_area,seq_cell_count,0,
synth,synth_area_per_cell,7.415,sq um
synth,synthAdderAreaFrac,0.2416,
synth,synthTopLogicFamily,"AND-OR/OR-AND gates",
placement,gp_congestion,0.8730,
synth,ys_warn_count,1,
power,peakVddDrop,0.00006727,V
sta,finalSetupTns,0,ns
routing,drtIter0Drc,36,
global_route,grt_pass1_wl,3.726,mm
power,power_density,154.3,nW/um^2
sta,holdWs,1.650,ns
cells_and_area,clockBufferCount,0,
cells in the mapped netlist (2+ instances only):
master | count | share of area
nand2_1 | 6 | 0.032
inv_1 | 11 | 0.059
nor2_1 | 9 | 0.048
o21ai_1 | 3 | 0.021
ha_1 | 12 | 0.21
xnor2_2 | 2 | 0.046
a22oi_1 | 3 | 0.032
nor3_1 | 3 | 0.021
nand3_1 | 3 | 0.021
a21oi_1 | 6 | 0.043
buf_4 | 3 | 0.032
xnor2_1 | 4 | 0.050
mux2i_1 | 3 | 0.043
cell type report:
| type | count | area [sq um] | share of cell area |
|---|---|---|---|
| Multi-Input combinational cell | 78 | 743.2 | 0.5739 |
| Timing Repair Buffer | 53 | 444.2 | 0.3430 |
| Tap cell | 46 | 57.56 | 0.04444 |
| Inverter | 12 | 50.05 | 0.03865 |
cells by family (layout without fill, tap and decap cells):
family,count (synthesis),after routing
buffers and inverters,17,65
multiplexers,4,4
XOR/XNOR,7,7
AND-OR/OR-AND,27,27
AND/OR/NAND/NOR,27,27
adder cells (fa/ha/maj),13,13
worst max-delay path, cell delays in order:
cell	delay, ns
buf_8	0.10
ha_4	0.16
ha_4	0.21
ha_4	0.27
ha_4	0.18
mux2_4	0.26
a22oi_2	0.14
a21oi_1	0.06
o21ai_1	0.11
o211ai_1	0.09
buf_2	0.12
cells in the final DEF, fill, tap and decap left out, types with 2 or more instances in the layout:
cell	instances
nor2_1	7
a22oi_1	2
nand3_1	3
o21ai_1	3
buf_2	3
inv_1	7
nor2_4	2
buf_6	7
nor3_1	3
dlygate4sd2_1	2
xnor2_2	3
mux2i_1	3
dlymetal6s2s_1	2
nand2_1	6
ha_4	6
ha_1	6
clkdlybuf4s50_1	4
inv_2	4
buf_4	33
a21oi_1	6
xnor2_1	3
timing repair:
action | 4_1_cts | 5_1_grt
buffers inserted | 1 | 2
endpoints found under the setup margin | 4 | 4
resized | 54 | 11
pin swaps | 17 | 10
stage by stage:
stage	total power, uW	worst slack, ns
floorplan	91.11	0.01507
global placement	174.9	-0.9277
detailed placement	175.4	-0.9367
CTS	191.6	0.01722
global route	221.2	-0.07751
finish	199.8	0.04751
per-layer routing:
metal,share of wire,track usage,vias up
met4,0,0,0
li1,-,-,440
met2,0.49,0.1196,8
met1,0.49,0.09543,382
met3,0.020,0.003409,0
met5,0,0,-
power by group:
| group | internal [uW] | switching (uW) | total, uW |
|---|---|---|---|
| combinational | 113 | 86.4 | 200 |
| clock | 0 | 0 | 0 |
| sequential | 0 | 0 | 0 |
| total | 113 | 86.4 | 200 |
final timing paths:
| kind | endpoint | cells past startpoint |
|---|---|---|
| min | out[0] | 4 |
| max | out[2] | 11 |
Power figures rest on the tool's default switching activity, not on a simulated workload.
